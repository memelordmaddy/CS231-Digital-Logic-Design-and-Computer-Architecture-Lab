==> design.v <==
module CLA_4bit(a, b, cin, sum, cout);
input [3:0] a, b;
input cin;
output wire [3:0] sum;
output wire cout;
wire d0, d1, d2, d3;
wire t0, t1, t2, t3;
wire c1, c2, c3;
assign t0 = a[0] ^ b[0];
assign d0 = a[0] & b[0];
assign t1 = a[1] ^ b[1];
assign d1 = a[1] & b[1];
assign t2 = a[2] ^ b[2];
assign d2 = a[2] & b[2];
assign t3 = a[3] ^ b[3];
assign d3 = a[3] & b[3];
assign c1= (t0 & cin) | d0;
assign c2= (t1 & ((t0 & cin) | d0)) | d1;
assign c3= (t2 & ((t1 & ((t0 & cin) | d0)) | d1)) | d2;
assign cout= (t3 & ((t2 & ((t1 & ((t0 & cin) | d0)) | d1)) | d2)) | d3;
assign sum[0] = t0 ^ cin;
assign sum[1] = t1 ^ c1;
assign sum[2] = t2 ^ c2;
assign sum[3] = t3 ^ c3;
endmodule
module CLA_4bit_P_G(a, b, cin, sum, P, G);
input [3:0] a, b;
input cin;
output wire [3:0] sum;
output wire P, G;
wire d0, d1, d2, d3;
wire t0, t1, t2, t3;
wire c1, c2, c3;
wire cout;
assign t0 = a[0] ^ b[0];
assign d0 = a[0] & b[0];
assign t1 = a[1] ^ b[1];
assign d1 = a[1] & b[1];
assign t2 = a[2] ^ b[2];
assign d2 = a[2] & b[2];
assign t3 = a[3] ^ b[3];
assign d3 = a[3] & b[3];
assign c1= (t0 & cin) | d0;
assign c2= (t1 & ((t0 & cin) | d0)) | d1;
assign c3= (t2 & ((t1 & ((t0 & cin) | d0)) | d1)) | d2;
assign cout= (t3 & ((t2 & ((t1 & ((t0 & cin) | d0)) | d1)) | d2)) | d3;
assign sum[0] = t0 ^ cin;
assign sum[1] = t1 ^ c1;
assign sum[2] = t2 ^ c2;
assign sum[3] = t3 ^ c3;
assign P = t0 & t1 & t2 & t3;
assign G = d3 | (t3 & d2) | (t3 & t2 & d1) | (t3 & t2 & t1 & d0);
endmodule
module lookahead_carry_unit_16_bit(P0, G0, P1, G1, P2, G2, P3, G3, cin, C4, C8, C12, C16, GF, PF);
input P0, G0, P1, G1, P2, G2, P3, G3, cin;
output C4, C8, C12, C16, GF, PF;
assign C4 = G0 | (P0 & cin);
assign C8 = G1 | (P1 & C4);
assign C12 = G2 | (P2 & C8);
assign C16 = G3 | (P3 & C12);
assign PF = P0 & P1 & P2 & P3;
assign GF = G3 | (P3 & G2) | (P3 & P2 & G1) | (P3 & P2 & P1 & G0);
endmodule
module CLA_16bit(a, b, cin, sum, cout, Pout, Gout);
input [15:0] a, b;
input cin;
output wire [15:0] sum;
output wire Pout, Gout, cout;
wire [3:0] s0, s1, s2, s3;
wire P0, G0, P1, G1, P2, G2, P3, G3;
wire c1, c2, c3, c4;
lookahead_carry_unit_16_bit ins69(P0, G0, P1, G1, P2, G2, P3, G3, cin, c1, c2, c3, c4, Gout, Pout);
CLA_4bit_P_G ins1(a[3:0], b[3:0], cin, s0, P0, G0);
CLA_4bit_P_G ins2(a[7:4], b[7:4], c1, s1, P1, G1);
CLA_4bit_P_G ins3(a[11:8], b[11:8], c2, s2, P2, G2);
CLA_4bit_P_G ins4(a[15:12], b[15:12], c3, s3, P3, G3);
assign cout = Gout | (Pout & c3);
assign sum = {s3, s2, s1, s0};
endmodule
module lookahead_carry_unit_32_bit (P0, G0, P1, G1, cin, C16, C32, GF, PF);
input P0, G0, P1, G1, cin;
output wire C16, C32, GF, PF;
assign C16 = G0 | (P0 & cin);
assign C32= G1 | (P1 & C16);
assign PF= P0 & P1;
assign GF= G1 | (P1 & G0);
endmodule
module CLA_32bit(a, b, cin, sum, cout, Pout, Gout);
input [31:0] a,b;
input cin;
output wire [31:0] sum;
output wire cout, Pout, Gout;
wire [15:0] s0, s1;
wire c1, c2;
wire P0, G0, P1, G1;
lookahead_carry_unit_32_bit ins1(P0, G0, P1, G1, cin, c1, c2, Pout, Gout);
CLA_16bit ins2(a[15:0], b[15:0], cin, s0, c1, P0, G0);
CLA_16bit ins3(a[31:16], b[31:16], c1, s1, c2, P1, G1);
assign cout = Gout | (Pout & c1);
assign sum= {s1,s0};
endmodule
==> run.sh <==
#!/bin/bash
# OpenROAD 26Q1-2900-gdf79404cd8, Yosys 0.63+post, stock flow scripts
make -C /OpenROAD-flow-scripts/flow DESIGN_CONFIG=/design/flow/config.mk WORK_HOME=/design/flow/orfs finish
==> config.mk <==
export PLATFORM = sky130hd
export DESIGN_NAME = CLA_32bit
export DESIGN_NICKNAME = CLA_32bit
export VERILOG_FILES = /design/flow/design.v
export SDC_FILE = /design/flow/constraint.sdc
export NUM_CORES = 4
export LEC_CHECK = 1
export CORE_AREA = 10 10 108 108
export DIE_AREA = 0 0 118 118
==> constraint.sdc <==
current_design CLA_32bit

set clk_period 7.0
set clk_io_pct 0.2

create_clock -name clk0 -period $clk_period

set non_clock_inputs [all_inputs -no_clocks]
set_input_delay [expr $clk_period * $clk_io_pct] -clock clk0 $non_clock_inputs
set_output_delay [expr $clk_period * $clk_io_pct] -clock clk0 [all_outputs]
==> reports/qor.txt <==
Stage-log warning count - 32
Peak supply drop - 0.03528 mV
Crit path buf inv count - 2
Largest net degree at the start of global routing - 7
Yosys top cell by area - fa_1
Number of sequential cells - 0
Most frequent cells after synthesis - ha_1 (32), fa_1 (24), inv_1 (19)
Slew Viols, Final - 0
Global Route Usage Sum - 0.07101
Status - complete, no violations
Die y size - 118 um
Top cell by count, worst path - fa_1
Final hold viol count - 0
CP Launch Type - input port
Crit path time final - 6.530 ns
Chip area in the Yosys report - 1499 um2
Rows - 35
GRT overflow - 0
Main area contributors - fa_1 (32%), ha_1 (27%), inv_1 (4.8%), a21oi_1 (4.7%), nand4_1 (2.9%)
Chip area - 13920 um2
Slew @ Worst Pin - 0.5413 ns
Setup CP Type - in2out
Unrepaired setup endpoints after global routing - no
First-pass GRT wire length - 8273 um
Relative slew margins - 0.6392
Met1 usage - 0.1017
Gr busiest metal - met2
Mapped Cells - 156
CP endpoint kind - primary output
Hold Path Class - in2out
Fin crit share - 0.9329
Fmax achieved - 153.1 MHz
Vias in the first global route - 1606
Post-Place Cell Area - 2661 um2
N_diodes - 0
Warnings from Yosys - 1
Worst Path Max Fanout - 4
Ys cells - 156
Post-route setup TNS - 0 ns
Global Route met2 Usage - 0.1098
Comb gate area - 1428 um2
MaxCap Viol Count - 0
Worst setup endpoint - sum[27]
Netlist cell types - 34
Final non-filler cell area - 2661 um2
Post-synthesis instance area - 1499 um2
Seq share, synth - 0
DR vias - 1477
Pwr/cell area - 85.44 nW/um2
Worst path cell trace - clkdlybuf4s50_1 > ha_1 > a21oi_1 > o221ai_1 > o31ai_2 > nand3_1 > o21a_1 > fa_1 > fa_1 > fa_1 > xor2_1 > clkdlybuf4s50_1
Final setup violation count - 0
Slowest CP cell - clkdlybuf4s50_1
Crit path depth - 12
Vias per cell - 3.836
1st-iter DRT viols - 37
Number of clock buffers in the layout - 0
Syn_area_per_cell - 9.609 um2
Cts hold-fix bufs - 0
Core footprint - 9284 um2
DRT Pass-1 Iters - 3
HPWL Detailed - 4821 um
Worst path max stage delay - 0.49 ns
Req. time, crit path - 5.60 ns
Top delay family on crit path - adder cells
DRC viols - 0
FP Util - 0.1615
FF+latch area - 0 um2
Setup crit start - a[1]
Postcts setup bufs - 0
Top Ports - 100
Number of antenna-violating nets in the routed design - 0
Top-count cell post-synth - ha_1
Filler Cells Inserted - 990
Layout cell share with drive strength beyond 1 - 0.05078
Met3 usage - 0.02139
Die Wd - 118 um
Area growth syn-to-layout - 77.55%
Routed len/inst - 13.02 um
Area leader share - 0.3205
Drt total wl - 5013 um
Antenna violations before repair - 0
Leak - 1.129 nW
Post-CTS Resized - 0
Crit path DAT - 5.13 ns
Routability cong. - 0.7252
Buffers on Ports - 100
[logic make-up after synthesis]
logic type                 Yosys count  share of synthesized area
adders and majority gates           56                     0.5876
AOI/OAI and AO/OA                   40                     0.1945
and+or+nand+nor                     33                     0.1235
buffers and inverters               19                    0.04758
xor gates and xnor gates             8                    0.04675
[placed cells by master (no fill, tap or decap), drive strengths merged]
| cell type | count |
|---|---|
| o31ai | 2 |
| nand2 | 10 |
| nand3b | 1 |
| inv | 19 |
| xor2 | 5 |
| clkdlybuf4s50 | 100 |
| and3 | 2 |
| o21a | 5 |
| nand3 | 1 |
| xnor2 | 3 |
| o21ai | 5 |
| o221ai | 1 |
| nand4 | 8 |
| ha | 32 |
| a21o | 4 |
| o21ba | 1 |
| o21bai | 1 |
| a21oi | 17 |
| a2111o | 1 |
| nor2b | 1 |
| o22a | 1 |
| nand2b | 1 |
| a221oi | 2 |
| nor2 | 7 |
| fa | 24 |
| nor4 | 2 |
[how the worst min path moves through the flow]
| stage | startpoint | end | slack (ns) | cells after the start |
|---|---|---|---|---|
| 4_1_cts | b[10] | sum[10] | 3.89 | 5 |
| 5_1_grt | b[31] | sum[31] | 3.96 | 4 |
| 6_report | b[10] | sum[10] | 3.88 | 5 |
[cell type report]
| type | instances | area share |
|---|---|---|
| Multi-Input combinational cell | 137 | 0.5364 |
| Timing Repair Buffer | 100 | 0.3761 |
| Tap cell | 129 | 0.06065 |
| Inverter | 19 | 0.02680 |
[stage by stage]
stage          setup slack (ns)  total power [W]  std cells    util  hold slack, ns
2_1_floorplan             1.665       0.00007348        156       -           2.907
3_3_place_gp             0.3504        0.0002335        385  0.2867           3.887
3_5_place_dp             0.3809        0.0002324        385  0.2867           3.890
4_1_cts                  0.3647        0.0002356        385  0.2867           3.890
5_1_grt                  0.1899        0.0002590        385  0.2867           3.964
6_report                 0.4695        0.0002274        385  0.2867           3.878
[metal layers]
metal / share of wire / up-vias
met3: 0.078 / 0
li1: - / 764
met2: 0.43 / 57
met5: 0 / -
met4: 0 / 0
met1: 0.50 / 656
[where the power goes]
part	switching, W	total (W)	internal, W	leakage (nW)
clock	0	0	0	0
combinational	0.0000796	0.000227	0.000148	1.13
sequential	0	0	0	0
Power and IR drop assume default switching activity.
