$ cat flow/design.v
module half_adder(a, b, S, cout);
input a,b;
output wire S, cout;
assign S=a^b;
assign cout=a&&b;
endmodule
module full_adder(a, b, cin, S, cout);
input a, b, cin;
output wire S, cout;
wire s1; wire cout1; wire cout2;
half_adder h1(.a(a), .b(b), .S(s1), .cout(cout1));
half_adder h2(.a(cin), .b(s1), .S(S), .cout(cout2));
assign cout= cout1||cout2;
endmodule
module rca_Nbit #(parameter N = 32) (a, b, cin, S, cout);
    input [N-1:0] a;
    input [N-1:0] b;
    input cin;
    wire carry[N:0];
    assign carry[0]=cin;
    output wire [N-1:0] S;
    output wire cout;
    generate 
        genvar i;
        for(i=0; i<N; i=i+1) begin
            full_adder fi(.a(a[i]), .b(b[i]), .cin(carry[i]), .S(S[i]), .cout(carry[i+1]));
        end
    endgenerate
    assign cout= carry[N];
endmodule
$ cat flow/run.sh
#!/bin/bash
# OpenROAD 26Q1-2900-gdf79404cd8, Yosys 0.63+post, stock flow scripts
make -C /OpenROAD-flow-scripts/flow DESIGN_CONFIG=/design/flow/config.mk WORK_HOME=/design/flow/orfs finish
$ cat flow/config.mk
export PLATFORM = sky130hd
export DESIGN_NAME = rca_Nbit
export DESIGN_NICKNAME = rca_Nbit
export VERILOG_FILES = /design/flow/design.v
export SDC_FILE = /design/flow/constraint.sdc
export NUM_CORES = 4
export LEC_CHECK = 1
export CORE_AREA = 10 10 83 83
export DIE_AREA = 0 0 93 93
$ cat flow/constraint.sdc
current_design rca_Nbit

set clk_period 41.6
set clk_io_pct 0.2

create_clock -name clk0 -period $clk_period

set non_clock_inputs [all_inputs -no_clocks]
set_input_delay [expr $clk_period * $clk_io_pct] -clock clk0 $non_clock_inputs
set_output_delay [expr $clk_period * $clk_io_pct] -clock clk0 [all_outputs]
==> metrics.txt <==
# HELP chip_impl_metric Physical implementation figures
# TYPE chip_impl_metric gauge
chip_impl_info{name="status",value="finished clean"} 1
chip_impl_metric{name="fp.dieW",unit="um"} 93
chip_impl_metric{name="portBuffers",unit=""} 98
chip_impl_metric{name="tightest_slew",unit="ps"} 131
chip_impl_metric{name="critPathArrivalTime",unit="ps"} 21930
chip_impl_metric{name="globalRoute.totalOverflow",unit=""} 0
chip_impl_metric{name="wl",unit="mm"} 3.23
chip_impl_metric{name="log.warning_count",unit=""} 32
chip_impl_metric{name="slew-limit-headroom",unit="%"} 91.2
chip_impl_metric{name="leakage",unit="nW"} 0.660
chip_impl_metric{name="antenna_violations_before_repair",unit=""} 0
chip_impl_metric{name="worstPathBufferInverterCount",unit=""} 4
chip_impl_metric{name="finalCritPeriodShare",unit="%"} 72.7
chip_impl_info{name="hold_path.class",value="primary input to output port"} 1
chip_impl_metric{name="drtPass1Iterations",unit=""} 2
chip_impl_metric{name="vias_per_cell",unit=""} 3.54
chip_impl_info{name="min_from",value="b[30]"} 1
chip_impl_metric{name="antenna_left",unit=""} 0
chip_impl_metric{name="gp_congestion",unit=""} 0.825
chip_impl_metric{name="synth.avg_cell_area",unit="sq um"} 12.7
chip_impl_metric{name="grt_pass1_vias",unit=""} 948
chip_impl_metric{name="pin_count_of_the_biggest_net_entering_global_routing",unit=""} 2
chip_impl_metric{name="setup_viol",unit=""} 0
chip_impl_metric{name="n_sequential_cell",unit=""} 0
chip_impl_metric{name="routedWlPerCell",unit="um"} 15.5
chip_impl_metric{name="core_util_floorplan",unit="%"} 17.7
chip_impl_metric{name="area_growth",unit="%"} 90.9
chip_impl_info{name="cpMostUsedCell",value="sky130_fd_sc_hd__fa_1"} 1
chip_impl_metric{name="yosysCellCount",unit=""} 72
chip_impl_metric{name="cts_hold_repair.buffers",unit=""} 0
chip_impl_metric{name="syn_area",unit="sq um"} 911
chip_impl_metric{name="drv.max_cap_violation_count",unit=""} 0
chip_impl_metric{name="cp_data_required_time",unit="ps"} 33280
chip_impl_metric{name="grtUsageTotal",unit="%"} 7.36
chip_impl_metric{name="die_h",unit="um"} 93
chip_impl_info{name="critPathTopFamily",value="adder cells"} 1
chip_impl_metric{name="whs_path_depth",unit=""} 5
chip_impl_info{name="grt_setup_unrepaired",value="no"} 1
chip_impl_metric{name="timing.critical_path.fanout_max",unit=""} 1
chip_impl_metric{name="num-clock-buffers",unit=""} 0
chip_impl_metric{name="first_iteration_detailed_routing_drc_count",unit=""} 1
chip_impl_metric{name="via_count",unit=""} 736
chip_impl_metric{name="sequential_cell_area",unit="sq um"} 0
chip_impl_metric{name="timing.setup.tns",unit="ps"} 0
chip_impl_metric{name="dp_slack",unit="ps"} 11360
chip_impl_metric{name="num_rows",unit=""} 26
chip_impl_metric{name="synth.distinct_cells",unit=""} 3
chip_impl_metric{name="slowest_delay",unit="ps"} 480
chip_impl_info{name="criticalPathCategory",value="primary input to output port"} 1
chip_impl_metric{name="yosysChipArea",unit="sq um"} 911
chip_impl_info{name="hold-path-endpoint",value="S[30]"} 1
chip_impl_metric{name="ir_worst_vdd",unit="mV"} 0.00602
chip_impl_metric{name="wire_length_of_the_first_global_routing_pass",unit="mm"} 4.97
chip_impl_metric{name="chip_area",unit="sq mm"} 0.00865
chip_impl_metric{name="timing.fmax",unit="GHz"} 0.0331
chip_impl_info{name="start_kind",value="primary input"} 1
chip_impl_info{name="type_of_destination_of_the_critical_path",value="output port"} 1
chip_impl_metric{name="core_area",unit="sq mm"} 0.00514
chip_impl_metric{name="diodes",unit=""} 0
chip_impl_metric{name="synth-seq-area-share",unit="%"} 0
chip_impl_metric{name="finalHoldViolations",unit=""} 0
chip_impl_metric{name="final.min_clock_period",unit="ps"} 30250
chip_impl_metric{name="layout-drive-gt1-share",unit="%"} 0
chip_impl_metric{name="finalWorstSetupSlack",unit="ps"} 11350
chip_impl_metric{name="post_cts_resize_count",unit=""} 0
chip_impl_metric{name="power-per-cell-area",unit="mW/mm^2"} 15.1
chip_impl_metric{name="synth_cells",unit=""} 72
chip_impl_metric{name="dp_hpwl",unit="mm"} 3.16
chip_impl_metric{name="postCtsSetupRepairBufs",unit=""} 0
chip_impl_metric{name="yosys_warnings",unit=""} 1
chip_impl_metric{name="num_io_pins",unit=""} 98
chip_impl_info{name="cp_max_stage_cell",value="sky130_fd_sc_hd__clkdlybuf4s50_1"} 1
chip_impl_metric{name="post-route-drc-count",unit=""} 0
chip_impl_metric{name="final-max-slew-violation-count",unit=""} 0
synth_stat cells:
library cell	instances	share of area (%)
sky130_fd_sc_hd__buf_4	32	26
sky130_fd_sc_hd__fa_1	32	70
sky130_fd_sc_hd__inv_1	8	3.3
power breakdown:
part,internal (mW),switching [mW]
Sequential,0,0
Combinational,0.0192,0.00703
Clock,0,0
Total,0.0192,0.00703
metal layers:
metal,vias up,track usage [%],routed length [um]
li1,308,-,-
met1,328,8.78,1290
met2,100,9.29,1000
met3,0,8.16,938
met4,0,0,0
met5,-,0,0
worst max path at each step:
stage,start,to,slack [ps],cells after the start
after CTS,a[0],S[31],11290,36
after global routing,a[0],S[31],10930,36
final,a[0],S[31],11350,36
cells in the final DEF (no fill, tap or decap):
cell,synthesis,final
sky130_fd_sc_hd__clkdlybuf4s50_1,0,98
sky130_fd_sc_hd__inv_1,8,8
sky130_fd_sc_hd__fa_1,32,32
stage by stage:
stage               utilization, %  power (mW)  area (sq um)  hold slack, ps  std cells
CTS                           33.8      0.0271          1740           17720        208
global placement              33.8      0.0268          1740           17710        208
floorplan                        -      0.0125           911           16850         72
finish                        33.8      0.0263          1740           17700        208
global route                  33.8      0.0296          1740           17760        208
detailed placement            33.8      0.0269          1740           17710        208
kinds of logic (layout without fill, tap and decap cells):
group	Yosys count	in the layout	share of synthesized area [%]
buffers and inverters	40	106	29.7
adders and majority gates	32	32	70.3
layout make-up:
class              count  area, sq um
fillers              533         3400
repair buffers        98          981
multi-input cells     32          641
well taps             70         87.6
inverters              8         30.0
No activity file was given, so power comes from the tool's default toggle rates.
